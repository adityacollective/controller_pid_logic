==> flow/design.v <==
`timescale 1ns / 1ps
module pid_controller(
    input  logic        clk,
    input  logic        rst_n,
    input  logic [15:0] setpoint,
    input  logic [15:0] feedback,
    input  logic [15:0] Kp,
    input  logic [15:0] Ki,
    input  logic [15:0] Kd,
    input  logic [15:0] clk_prescaler,
    output logic [15:0] control_signal
);
    logic signed [16:0]  error_s;         
    logic signed [16:0]  prev_error_s;
    logic signed [31:0]  integral_s;      
    logic signed [31:0]  derivative_s;
    logic [15:0] clk_divider;
    logic        sampling_flag;
    logic signed [31:0] kp_mul, ki_mul;
    logic signed [31:0] kd_mul;
    logic signed [31:0] control_calc;
    always_ff @(posedge clk or negedge rst_n) begin
        if (!rst_n) begin
            clk_divider    <= 16'h0000;
            sampling_flag  <= 1'b0;
        end else if (clk_divider == clk_prescaler) begin
            clk_divider    <= 16'h0000;
            sampling_flag  <= 1'b1;
        end else begin
            clk_divider    <= clk_divider + 16'd1;
            sampling_flag  <= 1'b0;
        end
    end
    always_comb begin
        error_s = $signed({1'b0, setpoint}) - $signed({1'b0, feedback});
        kp_mul = $signed({1'b0, Kp}) * error_s;
        ki_mul = $signed({1'b0, Ki}) * error_s;
        kd_mul = $signed({1'b0, Kd}) * (error_s - prev_error_s);
        control_calc = kp_mul + integral_s + kd_mul;
    end
    always_ff @(posedge clk or negedge rst_n) begin
        if (!rst_n) begin
            prev_error_s   <= '0;
            integral_s     <= '0;
            derivative_s   <= '0;
            control_signal <= 16'h0000;
        end else if (sampling_flag) begin
            integral_s   <= integral_s + ki_mul;
            derivative_s <= kd_mul;
            control_signal <= control_calc[15:0];
            prev_error_s <= error_s;
        end
    end
endmodule
`timescale 1ns/1ps
module top (
  input  logic        clk,
  input  logic        rst_n,
  input  logic [15:0] setpoint,
  input  logic [15:0] feedback,
  input  logic [15:0] Kp,
  input  logic [15:0] Ki,
  input  logic [15:0] Kd,
  input  logic [15:0] clk_prescaler,
  output logic [15:0] control_signal
);
  pid_controller u_dut (
    .clk(clk),
    .rst_n(rst_n),
    .setpoint(setpoint),
    .feedback(feedback),
    .Kp(Kp),
    .Ki(Ki),
    .Kd(Kd),
    .clk_prescaler(clk_prescaler),
    .control_signal(control_signal)
  );
endmodule
==> flow/run.sh <==
#!/bin/bash
# OpenROAD 26Q1-2900-gdf79404cd8, Yosys 0.63+post, stock flow scripts
make -C /OpenROAD-flow-scripts/flow DESIGN_CONFIG=/design/flow/config.mk WORK_HOME=/design/flow/orfs finish
==> flow/config.mk <==
export PLATFORM = sky130hd
export DESIGN_NAME = top
export DESIGN_NICKNAME = top
export VERILOG_FILES = /design/flow/design.v
export SDC_FILE = /design/flow/constraint.sdc
export NUM_CORES = 4
export LEC_CHECK = 1
export CORE_UTILIZATION = 30
==> flow/constraint.sdc <==
current_design top

set clk_period 10.7
set clk_io_pct 0.2

create_clock -name clk0 -period $clk_period [get_ports {clk}]

set non_clock_inputs [all_inputs -no_clocks]
set_input_delay [expr $clk_period * $clk_io_pct] -clock clk0 $non_clock_inputs
set_output_delay [expr $clk_period * $clk_io_pct] -clock clk0 [all_outputs]
==> run notes <==
run metrics: outcome=finished, violations left, violated checks=negative setup slack, DP HPWL=34400 um, CP startpoint=setpoint[0], worst reg2reg startpoint=u_dut.prev_error_s[0], filler cell count=5420, Placer Congestion=0.903, layout cell share with drive strength beyond 1=13.1%, hold buffer count at CTS=0, io pins=114, Final ANT Viol Nets=0, # DRC=0, root buffer cell=clkbuf_16, vias=12348, Util after Layout=37.4%, CP required=10.94 ns, initial drt markers=351, dpl cells=2775, ao+oa area frac=4.44%, Die Y=240 um, Finish-stage setup viols=1, DIE AREA=57400 sq um, largest area contributor in the netlist=fa_1, Tool Warnings=28, Hold WS=0.502 ns, Register Area=1630 sq um, Max transition margin=50.8%, Slew Limit Fails=0, post-synthesis average cell area=9.12 sq um, Core Rows=86, crit-path max FO=3, per-cell routed wire length=14.5 um, floorplan core density=30.6%, Fmax achieved=0.0921 GHz, XOR/XNOR Area Share=9.44%, core area=55400 sq um, critical path class=primary input to register, slowest CP cell=fa_1, final wirelength=40900 um, Top logic family=adder cells, Flops after synth=65, Synth Cell Area=16900 sq um, clock buffer depth=2, CP endpoint kind=register, initial antenna violation count=3, CP max stage delay=0.49 ns, drt via density=4.39, Synth top cell by count=inv_1, buffers added on ports=113, HP Class=register to register, first-pass GRT wire length=69600 um, Ys Warns=1, non-filler instance count after layout=2811, hold_sp=u_dut.control_signal[1], H-tree depth=3, total grt overflow=0, Post-synth EDFFs=0, CTS tree=yes, clk_skew=0.0105 ns, Synth async-reset ratio=100%, GRT Overall Usage=16.1%, post-layout minimum cycle time=10.86 ns, Area growth, synth to finish=22.3%, clk slew on worst S/H paths=0.06 ns, Tightest Pin Transition=0.738 ns, most instantiated cells after synthesis=inv_1 (411), fa_1 (293), nand2_1 (221), ha_1 (195), and2_1 (181), Final Hold Violating Endpoints=0, die width=240 um, number of global-route vias before repair=13635, Syn Inst Count=1856, main area contributors=fa_1 (35%), ha_1 (14%), dfrtp_1 (9.6%), inv_1 (9.1%), and2_1 (6.7%), Worst setup SP type=primary input, final setup TNS=-0.161 ns, CTS Buf Count=9, main flop type after synthesis=dfrtp_1, Dominant cell area share=34.6%, clk latency late pin=0.36 ns, adder-cell share of the synthesized area=49.1%, Gate Area=14000 sq um, Worst EP arrival=11.11 ns, largest net degree at the start of global routing=41, RSZ-0062 raised after global routing=true, # clock sinks=65, Post-synth seq share=9.61%, crit-path most repeated cell=fa_1, drt first pass iters=5, yosys cell count=1856, maxcap violations=0, period utilization=102%, Mux cell area share=1.21%, yosys stat area=16900 sq um, Yosys cell types=52, final worst slack=-0.161 ns, Simple-Gate Area Share=15.7%
==> placed cells by master (no fill, tap or decap), types with 8 or more instances in the layout <==
master / count
buf_4: 133
o21a_1: 8
nand2b_1: 22
nand2_1: 220
a21oi_1: 22
mux2_2: 16
dfrtp_1: 64
xnor2_2: 12
and2_1: 177
inv_2: 10
o21ai_0: 36
dlygate4sd2_1: 10
o21bai_1: 9
nor2b_1: 34
xnor3_1: 11
a21oi_2: 9
ha_1: 180
inv_1: 399
clkbuf_16: 9
xnor2_1: 102
nor2_1: 29
fa_1: 287
nand3_1: 8
clkdlybuf4s50_1: 95
a21o_1: 12
xor2_1: 29
ha_4: 14
==> critical path: cells and delay by family <==
| family | cells | cell delay (ns) |
|---|---|---|
| xor+xnor | 13 | 2.19 |
| mux | 1 | 0.26 |
| fa+ha+maj | 11 | 4.38 |
| compound gates | 6 | 1.36 |
| buf+inv | 8 | 0.54 |
| simple gates | 2 | 0.26 |
==> state kept, by name, indices dropped and copies added, names as in the netlist <==
register / count
u_dut.integral_s: 16
u_dut.sampling_flag: 1
u_dut.control_signal: 16
u_dut.prev_error_s: 16
u_dut.clk_divider: 16
==> cell families (layout without fill, tap and decap cells) <==
group           Yosys count  in the layout
compound gates          122            122
buf+inv                 474            680
simple gates            529            529
xor+xnor                160            160
flops                    65             65
other cells               0              1
fa+ha+maj               488            488
mux                      18             18
==> metrics by stage <==
step                      cell area [sq um]  worst slack, ns
after CTS                             20700           -0.295
after global routing                  20700           -0.603
after global placement                19900            -1.21
final                                 20700           -0.161
after floorplan                       17100           -0.396
after detailed placement              19900            -1.28
==> metal layers <==
metal,wire length (um),global-route usage (%),vias up,share of wire (%)
li1,-,-,5935,-
met3,2740,4.57,37,6.7
met5,21,0,-,0.051
met4,782,2.35,4,1.9
met1,18300,22.7,6052,45
met2,19100,25.8,320,47
==> layout make-up <==
type	instances	area share, %
Clock inverter	7	0.495
Multi-Input combinational cell	1317	67.8
Inverter	411	7.52
Sequential cell	65	7.86
Clock buffer	9	1.09
Timing Repair Buffer	253	10.7
Antenna cell	1	0.0121
Tap cell	748	4.52
==> path summary, 6_finish.rpt <==
path / end / depth (start not counted) / slack (ns)
setup / recovery: u_dut.control_signal[15] / 41 / -0.16
hold / removal: u_dut.control_signal[1] / 1 / 0.50
setup reg to reg: u_dut.control_signal[15] / 33 / 2.20
hold reg to reg: u_dut.control_signal[1] / 1 / 0.50
max in group asynchronous: u_dut.control_signal[13] / 2 / 7.91
min in group asynchronous: u_dut.clk_divider[0] / 1 / 1.79
==> repair_timing <==
item,in CTS,in global routing
pin swaps,78,27
gates resized,99,9
setup endpoints to repair,4,3
setup buffers,19,1
